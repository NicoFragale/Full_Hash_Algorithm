### config.mk
export PLATFORM = sky130hd
export DESIGN_NAME = aes_sbox_lut
export DESIGN_NICKNAME = aes_sbox_lut
export VERILOG_FILES = /design/flow/design.v
export SDC_FILE = /design/flow/constraint.sdc
export NUM_CORES = 4
export LEC_CHECK = 1
export CORE_UTILIZATION = 50
### constraint.sdc
current_design aes_sbox_lut

set clk_period 5.1
set clk_io_pct 0.2

create_clock -name clk0 -period $clk_period

set non_clock_inputs [all_inputs -no_clocks]
set_input_delay [expr $clk_period * $clk_io_pct] -clock clk0 $non_clock_inputs
set_output_delay [expr $clk_period * $clk_io_pct] -clock clk0 [all_outputs]
### design.v
module aes_sbox_lut (
    input  logic [7:0] sbox_input,    
    output logic [7:0] sbox_out       
);
    function automatic logic [7:0] sbox_val (input logic [7:0] idx);    
        case (idx)
            8'h00: sbox_val = 8'h63;  8'h01: sbox_val = 8'h7c;
            8'h02: sbox_val = 8'h77;  8'h03: sbox_val = 8'h7b;
            8'h04: sbox_val = 8'hf2;  8'h05: sbox_val = 8'h6b;
            8'h06: sbox_val = 8'h6f;  8'h07: sbox_val = 8'hc5;
            8'h08: sbox_val = 8'h30;  8'h09: sbox_val = 8'h01;
            8'h0a: sbox_val = 8'h67;  8'h0b: sbox_val = 8'h2b;
            8'h0c: sbox_val = 8'hfe;  8'h0d: sbox_val = 8'hd7;
            8'h0e: sbox_val = 8'hab;  8'h0f: sbox_val = 8'h76;
            8'h10: sbox_val = 8'hca;  8'h11: sbox_val = 8'h82;
            8'h12: sbox_val = 8'hc9;  8'h13: sbox_val = 8'h7d;
            8'h14: sbox_val = 8'hfa;  8'h15: sbox_val = 8'h59;
            8'h16: sbox_val = 8'h47;  8'h17: sbox_val = 8'hf0;
            8'h18: sbox_val = 8'had;  8'h19: sbox_val = 8'hd4;
            8'h1a: sbox_val = 8'ha2;  8'h1b: sbox_val = 8'haf;
            8'h1c: sbox_val = 8'h9c;  8'h1d: sbox_val = 8'ha4;
            8'h1e: sbox_val = 8'h72;  8'h1f: sbox_val = 8'hc0;
            8'h20: sbox_val = 8'hb7;  8'h21: sbox_val = 8'hfd;
            8'h22: sbox_val = 8'h93;  8'h23: sbox_val = 8'h26;
            8'h24: sbox_val = 8'h36;  8'h25: sbox_val = 8'h3f;
            8'h26: sbox_val = 8'hf7;  8'h27: sbox_val = 8'hcc;
            8'h28: sbox_val = 8'h34;  8'h29: sbox_val = 8'ha5;
            8'h2a: sbox_val = 8'he5;  8'h2b: sbox_val = 8'hf1;
            8'h2c: sbox_val = 8'h71;  8'h2d: sbox_val = 8'hd8;
            8'h2e: sbox_val = 8'h31;  8'h2f: sbox_val = 8'h15;
            8'h30: sbox_val = 8'h04;  8'h31: sbox_val = 8'hc7;
            8'h32: sbox_val = 8'h23;  8'h33: sbox_val = 8'hc3;
            8'h34: sbox_val = 8'h18;  8'h35: sbox_val = 8'h96;
            8'h36: sbox_val = 8'h05;  8'h37: sbox_val = 8'h9a;
            8'h38: sbox_val = 8'h07;  8'h39: sbox_val = 8'h12;
            8'h3a: sbox_val = 8'h80;  8'h3b: sbox_val = 8'he2;
            8'h3c: sbox_val = 8'heb;  8'h3d: sbox_val = 8'h27;
            8'h3e: sbox_val = 8'hb2;  8'h3f: sbox_val = 8'h75;
            8'h40: sbox_val = 8'h09;  8'h41: sbox_val = 8'h83;
            8'h42: sbox_val = 8'h2c;  8'h43: sbox_val = 8'h1a;
            8'h44: sbox_val = 8'h1b;  8'h45: sbox_val = 8'h6e;
            8'h46: sbox_val = 8'h5a;  8'h47: sbox_val = 8'ha0;
            8'h48: sbox_val = 8'h52;  8'h49: sbox_val = 8'h3b;
            8'h4a: sbox_val = 8'hd6;  8'h4b: sbox_val = 8'hb3;
            8'h4c: sbox_val = 8'h29;  8'h4d: sbox_val = 8'he3;
            8'h4e: sbox_val = 8'h2f;  8'h4f: sbox_val = 8'h84;
            8'h50: sbox_val = 8'h53;  8'h51: sbox_val = 8'hd1;
            8'h52: sbox_val = 8'h00;  8'h53: sbox_val = 8'hed;
            8'h54: sbox_val = 8'h20;  8'h55: sbox_val = 8'hfc;
            8'h56: sbox_val = 8'hb1;  8'h57: sbox_val = 8'h5b;
            8'h58: sbox_val = 8'h6a;  8'h59: sbox_val = 8'hcb;
            8'h5a: sbox_val = 8'hbe;  8'h5b: sbox_val = 8'h39;
            8'h5c: sbox_val = 8'h4a;  8'h5d: sbox_val = 8'h4c;
            8'h5e: sbox_val = 8'h58;  8'h5f: sbox_val = 8'hcf;
            8'h60: sbox_val = 8'hd0;  8'h61: sbox_val = 8'hef;
            8'h62: sbox_val = 8'haa;  8'h63: sbox_val = 8'hfb;
            8'h64: sbox_val = 8'h43;  8'h65: sbox_val = 8'h4d;
            8'h66: sbox_val = 8'h33;  8'h67: sbox_val = 8'h85;
            8'h68: sbox_val = 8'h45;  8'h69: sbox_val = 8'hf9;
            8'h6a: sbox_val = 8'h02;  8'h6b: sbox_val = 8'h7f;
            8'h6c: sbox_val = 8'h50;  8'h6d: sbox_val = 8'h3c;
            8'h6e: sbox_val = 8'h9f;  8'h6f: sbox_val = 8'ha8;
            8'h70: sbox_val = 8'h51;  8'h71: sbox_val = 8'ha3;
            8'h72: sbox_val = 8'h40;  8'h73: sbox_val = 8'h8f;
            8'h74: sbox_val = 8'h92;  8'h75: sbox_val = 8'h9d;
            8'h76: sbox_val = 8'h38;  8'h77: sbox_val = 8'hf5;
            8'h78: sbox_val = 8'hbc;  8'h79: sbox_val = 8'hb6;
            8'h7a: sbox_val = 8'hda;  8'h7b: sbox_val = 8'h21;
            8'h7c: sbox_val = 8'h10;  8'h7d: sbox_val = 8'hff;
            8'h7e: sbox_val = 8'hf3;  8'h7f: sbox_val = 8'hd2;
            8'h80: sbox_val = 8'hcd;  8'h81: sbox_val = 8'h0c;
            8'h82: sbox_val = 8'h13;  8'h83: sbox_val = 8'hec;
            8'h84: sbox_val = 8'h5f;  8'h85: sbox_val = 8'h97;
            8'h86: sbox_val = 8'h44;  8'h87: sbox_val = 8'h17;
            8'h88: sbox_val = 8'hc4;  8'h89: sbox_val = 8'ha7;
            8'h8a: sbox_val = 8'h7e;  8'h8b: sbox_val = 8'h3d;
            8'h8c: sbox_val = 8'h64;  8'h8d: sbox_val = 8'h5d;
            8'h8e: sbox_val = 8'h19;  8'h8f: sbox_val = 8'h73;
            8'h90: sbox_val = 8'h60;  8'h91: sbox_val = 8'h81;
            8'h92: sbox_val = 8'h4f;  8'h93: sbox_val = 8'hdc;
            8'h94: sbox_val = 8'h22;  8'h95: sbox_val = 8'h2a;
            8'h96: sbox_val = 8'h90;  8'h97: sbox_val = 8'h88;
            8'h98: sbox_val = 8'h46;  8'h99: sbox_val = 8'hee;
            8'h9a: sbox_val = 8'hb8;  8'h9b: sbox_val = 8'h14;
            8'h9c: sbox_val = 8'hde;  8'h9d: sbox_val = 8'h5e;
            8'h9e: sbox_val = 8'h0b;  8'h9f: sbox_val = 8'hdb;
            8'ha0: sbox_val = 8'he0;  8'ha1: sbox_val = 8'h32;
            8'ha2: sbox_val = 8'h3a;  8'ha3: sbox_val = 8'h0a;
            8'ha4: sbox_val = 8'h49;  8'ha5: sbox_val = 8'h06;
            8'ha6: sbox_val = 8'h24;  8'ha7: sbox_val = 8'h5c;
            8'ha8: sbox_val = 8'hc2;  8'ha9: sbox_val = 8'hd3;
            8'haa: sbox_val = 8'hac;  8'hab: sbox_val = 8'h62;
            8'hac: sbox_val = 8'h91;  8'had: sbox_val = 8'h95;
            8'hae: sbox_val = 8'he4;  8'haf: sbox_val = 8'h79;
            8'hb0: sbox_val = 8'he7;  8'hb1: sbox_val = 8'hc8;
            8'hb2: sbox_val = 8'h37;  8'hb3: sbox_val = 8'h6d;
            8'hb4: sbox_val = 8'h8d;  8'hb5: sbox_val = 8'hd5;
            8'hb6: sbox_val = 8'h4e;  8'hb7: sbox_val = 8'ha9;
            8'hb8: sbox_val = 8'h6c;  8'hb9: sbox_val = 8'h56;
            8'hba: sbox_val = 8'hf4;  8'hbb: sbox_val = 8'hea;
            8'hbc: sbox_val = 8'h65;  8'hbd: sbox_val = 8'h7a;
            8'hbe: sbox_val = 8'hae;  8'hbf: sbox_val = 8'h08;
            8'hc0: sbox_val = 8'hba;  8'hc1: sbox_val = 8'h78;
            8'hc2: sbox_val = 8'h25;  8'hc3: sbox_val = 8'h2e;
            8'hc4: sbox_val = 8'h1c;  8'hc5: sbox_val = 8'ha6;
            8'hc6: sbox_val = 8'hb4;  8'hc7: sbox_val = 8'hc6;
            8'hc8: sbox_val = 8'he8;  8'hc9: sbox_val = 8'hdd;
            8'hca: sbox_val = 8'h74;  8'hcb: sbox_val = 8'h1f;
            8'hcc: sbox_val = 8'h4b;  8'hcd: sbox_val = 8'hbd;
            8'hce: sbox_val = 8'h8b;  8'hcf: sbox_val = 8'h8a;
            8'hd0: sbox_val = 8'h70;  8'hd1: sbox_val = 8'h3e;
            8'hd2: sbox_val = 8'hb5;  8'hd3: sbox_val = 8'h66;
            8'hd4: sbox_val = 8'h48;  8'hd5: sbox_val = 8'h03;
            8'hd6: sbox_val = 8'hf6;  8'hd7: sbox_val = 8'h0e;
            8'hd8: sbox_val = 8'h61;  8'hd9: sbox_val = 8'h35;
            8'hda: sbox_val = 8'h57;  8'hdb: sbox_val = 8'hb9;
            8'hdc: sbox_val = 8'h86;  8'hdd: sbox_val = 8'hc1;
            8'hde: sbox_val = 8'h1d;  8'hdf: sbox_val = 8'h9e;
            8'he0: sbox_val = 8'he1;  8'he1: sbox_val = 8'hf8;
            8'he2: sbox_val = 8'h98;  8'he3: sbox_val = 8'h11;
            8'he4: sbox_val = 8'h69;  8'he5: sbox_val = 8'hd9;
            8'he6: sbox_val = 8'h8e;  8'he7: sbox_val = 8'h94;
            8'he8: sbox_val = 8'h9b;  8'he9: sbox_val = 8'h1e;
            8'hea: sbox_val = 8'h87;  8'heb: sbox_val = 8'he9;
            8'hec: sbox_val = 8'hce;  8'hed: sbox_val = 8'h55;
            8'hee: sbox_val = 8'h28;  8'hef: sbox_val = 8'hdf;
            8'hf0: sbox_val = 8'h8c;  8'hf1: sbox_val = 8'ha1;
            8'hf2: sbox_val = 8'h89;  8'hf3: sbox_val = 8'h0d;
            8'hf4: sbox_val = 8'hbf;  8'hf5: sbox_val = 8'he6;
            8'hf6: sbox_val = 8'h42;  8'hf7: sbox_val = 8'h68;
            8'hf8: sbox_val = 8'h41;  8'hf9: sbox_val = 8'h99;
            8'hfa: sbox_val = 8'h2d;  8'hfb: sbox_val = 8'h0f;
            8'hfc: sbox_val = 8'hb0;  8'hfd: sbox_val = 8'h54;
            8'hfe: sbox_val = 8'hbb;  8'hff: sbox_val = 8'h16;
            default: sbox_val = 8'h00;
        endcase
    endfunction
    assign sbox_out = sbox_val(sbox_input);
endmodule
### run.sh
#!/bin/bash
# OpenROAD 26Q1-2900-gdf79404cd8, Yosys 0.63+post, stock flow scripts
make -C /OpenROAD-flow-scripts/flow DESIGN_CONFIG=/design/flow/config.mk WORK_HOME=/design/flow/orfs finish
==> reports/metrics.cfg <==
[run_status]
status=finished with violations
violations_in_the_final_reports=negative setup slack

[floorplanning]
core_util_floorplan_pct=51.5
dieArea_um2=7340
floorplan.die.width_um=85.6
die_h_um=85.6
core_um2=6790
placement_rows=30
io_pins=16

[placement]
placedCellCount=647
port-buffer-count=16
routabilityCongestion=1.17
hpwlAfterDp_mm=11.8

[setup_path]
setup.worst_path.end_class=primary output
worst_setup_path_endpoint=sbox_out[0]
worst_path_arrival_ns=4.08
required_ns=4.08
worst_setup_path_startpoint=sbox_input[1]
cp_max_fo=23
timing.critical_path.from_type=primary input
critPathKind=in -> out

[power_and_ir_drop]
power.leakage_uw=0.00130
pwr_density_cell_nw_per_um2=108
comb_power_share_pct=100.0
share_seq_of_total_power_pct=0
power.switching_fraction_pct=63.3
cell_internal_pwr_uw=148
share_of_total_power_in_the_clock_network_pct=0
vdd.ir_drop.worst_mv=0.0745
sw_pwr_uw=256

[finish]
syn2layout_area_growth_pct=6.62
clock_buffer_count=0
fraction_of_layout_instances_using_a_drive_strength_above_1_pct=12.2
area.sequential_um2=0
nFillCells=677
layout.cells.non_filler=647
combGateArea_um2=3060
layout.sequential_cells=0

[detailed_routing]
antenna_left=0
routed_via_density=7.83
antenna_diode_count=0
num_vias=5069
drc=0
initial_drc_count=1210
postRouteWirelength_mm=17.3
first_pass_iters=7
routed_wire_length_per_instance_um=26.7

[sta]
setup-violations-final=1
slew_violations=0
relSlewSlack_pct=48.3
worstMarginPinSlew_ns=0.773
crit_path_time_final_ns=5.10
finalHoldViolCount=0
finalClockPeriodUsage_pct=100
finalSetupTns_ns=-0.00303
rsz0062_at_grt=no
final.setup.worst_slack_ns=-0.00303
clock.fmax_mhz=196

[global_route]
grt_start_max_net_pins=61
total_routing_resource_utilization_after_global_routing_pct=47.9
grt_antenna_before_repair=0
wire_length_of_the_first_global_routing_pass_mm=26.2
grt.overflow.total=0
vias_in_the_first_global_route=4513

[yosys]
synthesis.yosys.warnings=1
netlist_area_um2=3500
synthesis.instances=565
compound_area_share_pct=47.3
chip_area_estimate_from_yosys_synthesis_um2=3500
yosysTopAreaCellShare_pct=6.87
yosys_cells=565
largest_area_cell=o21ai_0
mux_share_pct=3.29
netlist_top_cells_area=o21ai_0 (6.9%), a21oi_1 (6.3%), nand2_1 (5.6%), ha_1 (5.4%), buf_2 (4.9%)
ys_sh_xor_pct=0.501
ys_types=70
topCombFamilyByArea=AND-OR/OR-AND gates
ys_seq_share_pct=0
synth.cellmix.adderShare_pct=5.36
post_synth_and_or_nand_nor_area_fraction_pct=30.8
postSynthAreaPerCell_um2=6.19
synthTopCellsByCount=nand2_1 (52), o21ai_0 (48), a21oi_1 (44)
synth_top_cell_by_count=nand2_1

[cts]
post-cts-setup-buffer-count=0
holdBufCountCts=0

[min_path]
holdCritPathClass=in -> out

[job]
stage_log_warnings=45
max_cap_viol_count=0

[cells by family after synthesis]
group,count (synthesis)
buf+inv,83
compound gates,244
simple gates,211
fa+ha+maj,15
xor+xnor,2
mux,10
[cell type report]
| class | instances | share of cell area, % |
|---|---|---|
| multi-input combinational | 482 | 82.0 |
| timing repair buffer | 61 | 14.0 |
| tap | 96 | 3.22 |
| inverter | 8 | 0.805 |
[power by group through the flow]
stage	Combinational, uW	Clock, uW	Sequential [uW]
after CTS	378	0	0
after global routing	422	0	0
final	404	0	0
[timing repair]
item	4_1_cts	5_1_grt
endpoints found under the setup margin	0	2
hold endpoints to repair	0	0
resized	0	3
[critical path: stages]
cell,delay [ns]
clkdlybuf4s50_1,0.50
buf_4,0.20
buf_4,0.33
nand2b_1,0.36
nand3_1,0.19
o31ai_1,0.08
a2111oi_0,0.49
o22ai_1,0.16
o22ai_1,0.23
clkdlybuf4s50_1,0.50
[metal layers]
metal,global-route usage (%),routed length (um)
met5,0,0
met2,68.0,6650
met3,18.9,3110
met1,63.0,5990
met4,24.1,1560
[placed cells by master (no fill, tap or decap), types with 4 or more instances in the layout]
cell type / count
nor4_1: 5
and3_1: 4
nor2_1: 39
o221ai_1: 10
and2_1: 5
inv_1: 5
or3_1: 5
nor2_2: 4
o2111ai_1: 5
o211ai_1: 10
ha_1: 14
clkdlybuf4s50_1: 13
o21ai_1: 9
o31ai_1: 8
a22oi_1: 4
a2111oi_0: 9
a311oi_1: 10
nand2b_1: 24
nor2b_1: 18
buf_4: 43
o21a_1: 4
a21oi_1: 44
nand2_1: 52
nor3_1: 31
mux2i_1: 7
nand3_1: 8
a211oi_1: 12
a31oi_1: 22
o22ai_1: 7
a221oi_1: 4
o21ai_0: 48
o311ai_0: 5
[through the flow]
step / worst slack, ns / cell area, um2 / hold WS, ns / utilization [%] / power (uW)
after floorplan: 1.11 / 3500 / 2.44 / - / 255
after global placement: 0.166 / 3720 / 3.16 / 54.8 / 379
after detailed placement: 0.165 / 3720 / 3.16 / 54.8 / 377
after CTS: 0.161 / 3720 / 3.17 / 54.8 / 378
after global routing: 0.00689 / 3730 / 3.25 / 54.9 / 422
final: -0.00303 / 3730 / 3.17 / 54.9 / 404
[worst min-delay path by stage]
stage	cells after the start	slack, ns	from	to
4_1_cts	6	3.17	sbox_input[2]	sbox_out[2]
5_1_grt	5	3.25	sbox_input[4]	sbox_out[0]
6_report	6	3.17	sbox_input[2]	sbox_out[2]
Power and IR drop assume default switching activity.
