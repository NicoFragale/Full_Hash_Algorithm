[./run.sh]
#!/bin/bash
# OpenROAD 26Q1-2900-gdf79404cd8, Yosys 0.63+post, stock flow scripts
make -C /OpenROAD-flow-scripts/flow DESIGN_CONFIG=/design/flow/config.mk WORK_HOME=/design/flow/orfs finish
[./config.mk]
export PLATFORM = sky130hd
export DESIGN_NAME = control_fsm
export DESIGN_NICKNAME = control_fsm
export VERILOG_FILES = /design/flow/design.v
export SDC_FILE = /design/flow/constraint.sdc
export NUM_CORES = 4
export LEC_CHECK = 1
export CORE_AREA = 10 10 70 70
export DIE_AREA = 0 0 80 80
[./constraint.sdc]
current_design control_fsm

set clk_period 2.2
set clk_io_pct 0.2

create_clock -name clk0 -period $clk_period [get_ports {clk}]

set non_clock_inputs [all_inputs -no_clocks]
set_input_delay [expr $clk_period * $clk_io_pct] -clock clk0 $non_clock_inputs
set_output_delay [expr $clk_period * $clk_io_pct] -clock clk0 [all_outputs]
[./design.v]
module control_fsm (
    input  logic clk,                   
    input  logic reset_n,               
    input  logic start_msg,             
    input  logic msg_done,              
    input  logic round_done,            
    input  logic final_round_done,      
    input  logic valid_in,              
    output logic init_H,                
    output logic load_byte,             
    output logic use_counter,           
    output logic round_exec_active,     
    output logic digest_ready,          
    output logic final_round_active,    
    output logic update_H,              
    output logic [2:0] state,           
    output logic [2:0] final_hash_state  
);
    typedef enum logic [2:0] {
        IDLE,          
        INIT,          
        LOAD_BYTE,     
        ROUND_EXEC,    
        FINAL_HASH,    
        FINALIZE       
    } state_t;
    state_t current_state, next_state;
    logic msg_done_latched;  
    always_ff @(posedge clk or negedge reset_n) begin
        if (!reset_n) begin
            current_state      <= IDLE;
            msg_done_latched   <= 1'b0;
        end
        else begin
            current_state <= next_state;
            if (msg_done)
                msg_done_latched <= 1'b1;
            else if (current_state == FINAL_HASH && round_done) 
                msg_done_latched <= 1'b0;
        end
    end
    assign state = current_state;
    assign final_hash_state = FINAL_HASH;  
    always_comb begin
        init_H             = 0;
        load_byte          = 0;
        update_H           = 0;
        digest_ready       = 0;
        use_counter        = 0;
        final_round_active = 0;
        round_exec_active  = 0;
        next_state = current_state;
        case (current_state)
            IDLE: begin
                if (start_msg)  begin
                    if (msg_done)
                        next_state = FINAL_HASH;
                    else
                        next_state = INIT;
                end
            end
            INIT: begin
                init_H = 1;                  
                next_state = LOAD_BYTE;      
            end
            LOAD_BYTE: begin
                if (valid_in) begin
                    load_byte = 1;           
                    next_state = ROUND_EXEC;
                end else begin
                    next_state = LOAD_BYTE;  
                end
            end
            ROUND_EXEC: begin
                update_H = 1;                
                round_exec_active = 1;       
                if (round_done)
                    next_state = (msg_done_latched) ? FINAL_HASH : LOAD_BYTE;
                else
                    next_state = ROUND_EXEC;  
            end
            FINAL_HASH: begin
                update_H = 1;                
                use_counter = 1;             
                final_round_active = 1;      
                if ( final_round_done )
                    next_state = FINALIZE;   
                else
                    next_state = FINAL_HASH;
            end
            FINALIZE: begin
                digest_ready = 1;            
                next_state = IDLE;           
            end
            default:
                next_state = IDLE;           
        endcase
    end
endmodule
==> results.ini <==
[timing]
max_freq_mhz = 477
count_of_final_hold_check_violations = 0
finalClockPeriodUsage_pct = 95.4
setup_repair_after_global_routing_missed_its_margin = false
clock-skew-final_ns = 0.00350
crit_path_time_final_ns = 2.10
drv_slew = 0
fin_hold_ws_ns = 0.404
sum_neg_setup_slack_ns = 0
setup_viol = 0
worst_path_setup_slack_after_routing_ns = 0.102

[drt]
detail_route.antenna_diodes = 0
detailedRoute.firstPassIterationCount = 3
avgRoutedWirePerCell_um = 10.2
route.detailed.drc = 0
vias = 303
postRouteWirelength_um = 986
vias_per_cell = 3.12
route.antenna.remaining_nets = 0
first_iter_violations = 8

[run_status]
run_status = completed

[floorplan]
die_x_um = 80
core_util_floorplan_pct = 9.16
die_height_um = 80
fp.dieArea_um2 = 6400
num_rows = 21
ios = 20
design.core.area_um2 = 3420

[placement]
place_hpwl_um = 780
dp_worst_setup_slack_ns = 0.110
portBuffers = 16
routabilityCongestion = 0.688

[setup_path]
critPathKind = register to output pin
timing.critical_path.slowest_stage_cell = sky130_fd_sc_hd__dfrtp_1
startpoint_type = register
cell_breakdown_of_the_critical_path = nor2_4, and2_1, or2_1, clkdlybuf4s50_1
reg2reg_depth = 3
worst_setup_path_end_kind = output pin
highest_cell_delay_on_the_worst_timing_path_ns = 0.54
worst-r2r-setup-slack_ns = 0.88
cp_data_required_time_ns = 1.76
critical_path_arrival_ns = 1.66
r2r-start = current_state[0]$_DFFE_PN0P_
worstReg2RegEnd = current_state[0]$_DFFE_PN0P_
critical_path.max_fanout = 10

[synthesis]
synth_cell_types = 24
ys_seq_share_pct = 32.0
synth-warning-count = 1
netlist_instances = 37
synth-seq-cells = 4
synth.yosys.chip_area_um2 = 313
ys_cells = 37
synth.cell_area_um2 = 313
syn-mean-instance-area_um2 = 8.45

[clock_network]
master_cell_of_the_clock_root_buffer = sky130_fd_sc_hd__clkbuf_4
sinks_on_the_clock_net = 4
cts_buffers = 3
ctsHtreeMaxLevel = 1
tritoncts = done
clock.latency.late_pin_ns = 0.23
cts_max_path_buffers = 2
path_clk_slew_ns = 0.04

[grt]
grt.overflow.total = 0
grt_start_max_net_pins = 13
groute.usage.overall_pct = 2.85
first_global_vias = 337
antenna_found_initial = 0
grt_pass1_wl_um = 1520

[power_and_ir_drop]
combinationalPowerShare_pct = 50.2
portion_of_total_power_attributed_to_the_clock_network_pct = 16.1
power.switching_fraction_pct = 34.2
net-switching-power_mw = 0.193
power.share.sequential_pct = 33.7
power_per_cell_area_nw_per_um2 = 1070
cell_internal_pwr_mw = 0.371
ir_drop_mv = 0.228
p_leak_nw = 0.197

[flow_run]
max_cap_violations = 0
warning_count = 25

[cells_and_area]
final_core_util_pct = 15.4
area_delta_synth_final_pct = 68.4
layout_cell_share_with_drive_strength_beyond_1_pct = 19.6

[hold_path]
min-delay-path-class = input pin to async pin

==> how the worst max path moves through the flow <==
| stage | from | endpoint | cells after the start |
|---|---|---|---|
| 6_report | current_state[0]$_DFFE_PN0P_ | update_H | 4 |
| 5_1_grt | current_state[0]$_DFFE_PN0P_ | update_H | 4 |
| 4_1_cts | current_state[1]$_DFFE_PN0P_ | update_H | 4 |
==> metrics by stage <==
step / total power [mW] / area [µm²] / std cells
after CTS: 0.554 / 513 / 97
after global placement: 0.447 / 488 / 94
after global routing: 0.620 / 527 / 97
final: 0.564 / 527 / 97
after floorplan: 0.310 / 317 / 38
after detailed placement: 0.453 / 488 / 94
==> sequential cells by signal, summed over array words and instances (netlist names) <==
| register | count |
|---|---|
| current_state | 3 |
| msg_done_latched | 1 |
==> placed cells by master (no fill, tap or decap), types with 2 or more instances in the layout <==
| master | netlist | final |
|---|---|---|
| sky130_fd_sc_hd__nand2_1 | 3 | 3 |
| sky130_fd_sc_hd__inv_1 | 2 | 2 |
| sky130_fd_sc_hd__clkdlybuf4s50_1 | 0 | 16 |
| sky130_fd_sc_hd__dfrtp_2 | 0 | 2 |
| sky130_fd_sc_hd__or2_1 | 2 | 2 |
| sky130_fd_sc_hd__dfrtp_1 | 4 | 2 |
| sky130_fd_sc_hd__conb_1 | 2 | 3 |
| sky130_fd_sc_hd__clkbuf_4 | 0 | 3 |
==> cell type report <==
class | instances | area, µm²
fill | 390 | 2890
multi-input combinational | 25 | 169
timing repair buffer | 17 | 168
sequential | 4 | 103
tap | 46 | 57.6
clock buffer | 3 | 22.5
inverter | 2 | 7.51
==> cells by family after synthesis <==
logic type      count (synthesis)  synth area share [%]
simple gates                   17                  33.2
buf+inv                         9                  19.6
compound gates                  5                  12.8
flops                           4                  32.0
other cells                     2                  2.40
==> worst max-delay path, delay by kind of cell (launching register included) <==
family	cells	cell delay [ns]
DFF	1	0.54
buffers and inverters	1	0.41
and+or+nand+nor	3	0.47
==> Yosys cell counts <==
library cell               count  area, µm²
sky130_fd_sc_hd__buf_4         5       37.5
sky130_fd_sc_hd__dfrtp_1       4        100
sky130_fd_sc_hd__nand2_1       3       11.3
sky130_fd_sc_hd__conb_1        2       7.51
sky130_fd_sc_hd__inv_1         2       7.51
sky130_fd_sc_hd__nor2_1        2       7.51
sky130_fd_sc_hd__or2_1         2       12.5
sky130_fd_sc_hd__a21o_1        1       7.51
sky130_fd_sc_hd__a21oi_1       1       5.00
sky130_fd_sc_hd__a221oi_1      1       8.76
sky130_fd_sc_hd__a311o_1       1       10.0
sky130_fd_sc_hd__and2_1        1       6.26
sky130_fd_sc_hd__and3_1        1       6.26
sky130_fd_sc_hd__buf_2         1       5.00
sky130_fd_sc_hd__buf_6         1       11.3
sky130_fd_sc_hd__nand2_2       1       6.26
sky130_fd_sc_hd__nand3_1       1       5.00
sky130_fd_sc_hd__nand3b_1      1       7.51
sky130_fd_sc_hd__nor2b_4       1       13.8
sky130_fd_sc_hd__nor3_1        1       5.00
sky130_fd_sc_hd__nor3b_1       1       7.51
sky130_fd_sc_hd__nor4_1        1       6.26
sky130_fd_sc_hd__nor4b_1       1       8.76
sky130_fd_sc_hd__o32ai_1       1       8.76
==> power groups by stage <==
stage                 Combinational [mW]  Clock, mW  Sequential, mW
after CTS                          0.282     0.0955           0.177
after global routing               0.316      0.104           0.201
final                              0.283     0.0911           0.190
==> metal layers <==
metal | vias up | track usage [%] | part of all wire [%]
met5 | - | 0 | 0
li1 | 147 | - | -
met2 | 10 | 5.22 | 53
met1 | 144 | 2.81 | 37
met3 | 2 | 0.682 | 5.6
met4 | 0 | 1.76 | 3.7
==> timing repair <==
| action | CTS | global route |
|---|---|---|
| setup endpoints to repair | 1 | 2 |
| hold buffers | 0 | 0 |
| setup buffers | 0 | 0 |
| resized | 1 | 4 |
| pin swaps | 0 | 0 |
| endpoints found under the hold margin | 0 | 0 |
No activity file was given, so power comes from the tool's default toggle rates.
