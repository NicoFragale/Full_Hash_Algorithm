==> flow/design.v <==
module round_tracker (
    input  logic        clk,                  
    input  logic        reset_n,              
    input  logic        round_exec_active,    
    input  logic        final_round_active,   
    input  logic [2:0]  state,                
    input  logic [2:0]  final_hash_state,     
    output logic [2:0]  i_count,              
    output logic        round_done,           
    output logic        final_round_done      
);
    logic [5:0] round_count;
    always_ff @(posedge clk or negedge reset_n) begin
        if (!reset_n) begin
            i_count <= 3'd0;
            round_count <= 6'd0;
        end else if (round_exec_active) begin
            if (i_count == 3'd7) begin
                i_count <= 3'd0;                      
                round_count <= round_count + 6'd1;    
            end else begin
                i_count <= i_count + 3'd1;            
            end
        end else if (final_round_active) begin
            if (i_count < 3'd7)
                i_count <= i_count + 3'd1;
        end else begin
            i_count <= 3'd0;
            round_count <= 6'd0;
        end
    end
    assign final_round_done = (state == final_hash_state && i_count == 3'd7);
    assign round_done = (round_exec_active && round_count == 6'd35 && i_count == 3'd7);
endmodule
==> flow/constraint.sdc <==
current_design round_tracker

set clk_period 1.9
set clk_io_pct 0.2

create_clock -name clk0 -period $clk_period [get_ports {clk}]

set non_clock_inputs [all_inputs -no_clocks]
set_input_delay [expr $clk_period * $clk_io_pct] -clock clk0 $non_clock_inputs
set_output_delay [expr $clk_period * $clk_io_pct] -clock clk0 [all_outputs]
==> flow/config.mk <==
export PLATFORM = sky130hd
export DESIGN_NAME = round_tracker
export DESIGN_NICKNAME = round_tracker
export VERILOG_FILES = /design/flow/design.v
export SDC_FILE = /design/flow/constraint.sdc
export NUM_CORES = 4
export LEC_CHECK = 1
export CORE_AREA = 10 10 70 70
export DIE_AREA = 0 0 80 80
==> flow/run.sh <==
#!/bin/bash
# OpenROAD 26Q1-2900-gdf79404cd8, Yosys 0.63+post, stock flow scripts
make -C /OpenROAD-flow-scripts/flow DESIGN_CONFIG=/design/flow/config.mk WORK_HOME=/design/flow/orfs finish
==> summary.rpt <==
=======================================================================================
Run status                                                                 finished, final reports clean
Initial antenna violation count                                                       0
Summed standard-cell area reported by yosys                                    539 um^2
Worst min-delay path class                                                  in -> async
Clock share of power                                                              21.5%
Fraction of registers with async set or reset after synthesis                      100%
Sum of met2 wire segment lengths after detailed routing                          532 um
Number of violations reported at the end of detailed-routing iteration 0              7
Highest metal layer with signal wires                                              met4
Static leakage                                                              0.000366 uW
Worst setup path class                                                       reg -> out
Area Growth Syn to Fin                                                            59.6%
Number of library cell types mapped by synthesis                                     27
Area fraction in mux cells                                                        5.80%
Fin area                                                                       861 um^2
Final Hold Violating Endpoints                                                        0
Sort of element at the start of the critical path                              register
Most popular library cell in the synthesized design by count               sky130_fd_sc_hd__dfrtp_1
Final antenna-violating net count                                                     0
Floorplan die height                                                              80 um
Diode count                                                                           0
Design internal power                                                            489 uW
Root buffer selected by CTS                                                sky130_fd_sc_hd__clkbuf_4
Final HPWL from detailed placement                                               945 um
Source-to-sink clock delay at the later pin of the worst-skew pair              0.26 ns
Placer's final routability congestion estimate                                    0.799
Detailed-route vias per instance                                                   3.78
Clock H-tree levels                                                                   1
Part of the Yosys area used for sequential elements                               41.8%
Deepest clock path buffer count                                                       2
Placed inst area                                                               778 um^2
Largest area contributor in the netlist                                    sky130_fd_sc_hd__dfrtp_1
Worst-case vdd ir drop                                                         0.235 mV
Final routed wire length divided by cell count                                  10.4 um
Required time at the endpoint of the critical path                              1.52 ns
Met3 Wirelength                                                                   73 um
Number of design rule violations left after detail routing                            0
Slew Viols, Final                                                                     0
Highest clock rate                                                              563 MHz
Total global routing track utilization                                            3.90%
Top cell family by delay on the critical path                                flip-flops
Largest non-sequential cell family by area                                 simple AND/OR/NAND/NOR gates
Xor+xnor area frac                                                                8.12%
Clock tree from TritonCTS                                                         built
Minimum setup slack in the final design                                        0.123 ns
Net switching power figure                                                       199 uW
Nature of the critical path endpoint                                        output port
Adder-cell share of the synthesized area                                          6.96%
Fraction of the mapped netlist area in compound gates                             10.7%
Post-synth top flop                                                        sky130_fd_sc_hd__dfrtp_1
Stage-log warning count                                                              25
Worst path max stage delay                                                      0.36 ns
Most used standard cells in the synthesized netlist                        sky130_fd_sc_hd__dfrtp_1 (9), sky130_fd_sc_hd__nor2_1 (4), sky130_fd_sc_hd__o21ai_0 (4)
Clock Sinks                                                                           9
Core occupancy in the finished layout                                             25.2%
Final worst-path cycle share                                                      93.5%
Horizontal extent of the die                                                      80 um
Chip area                                                                  0.00640 mm^2
Slowest library cell on the worst path                                     sky130_fd_sc_hd__dfrtp_1
Syn Inst Count                                                                       52
Syn_area_per_cell                                                             10.4 um^2
Largest net degree at the start of global routing                                    10
Number of buffers and inverters on the critical path                                  1
Post-Synth Simple-Gate Area                                                       22.5%
First-pass iteration count of the detailed router                                     3
Unrepaired setup endpoints after global routing                                   false
Placement row count                                                                  21
Worst slew pin tran                                                            0.424 ns
Clock-pin slew of the registers on the worst-case setup and hold paths          0.06 ns
Total of flip-flops plus latches after synthesis                                      9
Relative contribution of sequential cells to total power                          35.4%
Input/output buffers                                                                 14
Fraction of power spent switching nets                                            28.9%
Layout cells sized above 1                                                        32.1%
Area share of the largest cell type after synthesis                               41.8%
Floorplan Utilization                                                             15.8%
Logic gate share of total power                                                   43.0%
Met1 routed wirelength after detailed routing                                    669 um
Clock Skew                                                                   0.00648 ns
Top post-synthesis cells by area                                           sky130_fd_sc_hd__dfrtp_1 (42%), sky130_fd_sc_hd__ha_1 (7.0%), sky130_fd_sc_hd__xnor2_1 (4.9%)
P per Cell Area                                                             800 mW/mm^2
Top fanout value on the critical path                                                 3
Routed wire length                                                              1.29 mm
Via count of the first global-routing pass                                          465
Area of the mapped netlist                                                     539 um^2
Shortest clock period the worst path allows after layout                        1.78 ns
Number of hold buffers added after CTS                                                0
Number of buffers added by the clock tree synthesis step                              3
First-pass GRT wire length                                                      2.09 mm
Count of maximum capacitance violations                                               0
Cell total in the yosys stat output                                                  52
Overall via count from detail_route                                                 469
Post-synth tally of flip-flops with integrated enable                                 0
Critical Path, Cell by Cell                                                ha_2, ha_4, nand3_4, nor4_4, clkbuf_2
Area inside the core boundary                                              0.00342 mm^2
Worst setup slack before clock tree synthesis                                 -0.313 ns
CP arrival                                                                      1.40 ns
Final setup violating endpoints                                                       0
Rel. slew slack                                                                   71.6%
Number of warnings reported in the yosys synthesis log                                1
Residual overflow from global routing                                                 0
I/O pin count                                                                        15
=======================================================================================
## state kept, by name (all words and copies together) (netlist names)
signal	count
i_count	3
round_count	6
## repair_timing
item,CTS,global route
gates resized,6,9
buffers inserted,0,2
setup endpoints to repair,2,2
hold endpoints to repair,0,0
pin swaps,1,1
## area by class of cell
| class | count | area [um^2] |
|---|---|---|
| fill | 369 | 2550 |
| inverter | 1 | 3.75 |
| clock buffer | 4 | 26.3 |
| sequential | 9 | 225 |
| tap | 46 | 57.6 |
| multi-input combinational | 40 | 339 |
| timing repair buffer | 24 | 209 |
## power by group through the flow
stage | sequential [uW] | clock, uW | combinational (uW)
global route | 248 | 167 | 330
CTS | 239 | 155 | 252
finish | 244 | 148 | 296
## per-stage QoR
step,power [uW],setup TNS (ns),std cells,hold slack (ns)
final,688,0,124,0.418
after global routing,745,0,124,0.444
after CTS,645,0,122,0.420
after detailed placement,486,-0.463,118,0.471
after global placement,478,-0.375,118,0.465
after floorplan,343,0,52,0.0844
## path summary, 6_finish.rpt
path,depth (start not counted),start,end,slack (ns)
max,5,i_count[0]$_DFFE_PN0P_,round_done,0.12
min,1,reset_n,round_count[5]$_DFFE_PN0P_,0.42
max reg2reg,5,i_count[0]$_DFFE_PN0P_,round_count[1]$_DFFE_PN0P_,0.47
min reg2reg,1,round_count[5]$_DFFE_PN0P_,round_count[5]$_DFFE_PN0P_,0.47
max in group asynchronous,1,reset_n,round_count[1]$_DFFE_PN0P_,1.18
min in group clk0,1,round_count[5]$_DFFE_PN0P_,round_count[5]$_DFFE_PN0P_,0.47
## routing by layer
layer / vias up / track usage, %
li1: 237 / -
met1: 217 / 5.84
met2: 13 / 4.82
met3: 2 / 1.70
met4: 0 / 1.06
met5: - / 0
## kinds of logic after synthesis
kind of cell / count (synthesis)
flops: 9
simple gates: 20
mux: 3
compound gates: 9
fa+ha+maj: 3
xor+xnor: 5
buf+inv: 3
## layout by cell type (no fill, tap or decap), drive strengths merged, types with 3 or more instances in the layout
cell type      netlist  layout
buf                  2      10
clkdlybuf4s50        0      12
ha                   3       3
xnor2                3       3
nor2                 5       5
nand3                3       3
clkbuf               0       6
o21ai                4       4
nand2                3       3
dfrtp                9       9
Power figures rest on the tool's default switching activity, not on a simulated workload.
